==> flow/design.v <==
module displaybcd(SW, HEX7);
input [17:0]SW;
output [6:0]HEX7;
assign HEX7[6] = (~SW[17] & ~SW[16] & ~SW[15]) | (~SW[17] & SW[16] & SW[15] & SW[14]);
assign HEX7[5] = (~SW[17] & ~SW[16] & SW[14]) | (~SW[17] & ~SW[16] & SW[15]) | ((~SW[17] & SW[15] & SW[14]));
assign HEX7[4] = (~SW[17] & SW[14]) | (~SW[17] & SW[16] & ~SW[15]) | (~SW[16] & ~SW[15] & SW[14]);
assign HEX7[3] = (~SW[16] & ~SW[15] & SW[14]) | (~SW[17] & SW[16] & ~SW[15] & ~SW[14]) | (~SW[17] & SW[16] & SW[15] & SW[14]);
assign HEX7[2] = ~SW[17] & ~SW[16] & SW[15] & ~SW[14];
assign HEX7[1] = (~SW[17] & SW[16] & ~SW[15] & SW[14]) | (~SW[17] & SW[16] & SW[15] & ~SW[14]);
assign HEX7[0] = (~SW[17] & ~SW[16] & ~SW[15] & SW[14]) | (~SW[17] & SW[16] & ~SW[15] & ~SW[14]);
endmodule
==> flow/run.sh <==
#!/bin/bash
# OpenROAD 26Q1-2900-gdf79404cd8, Yosys 0.63+post, stock flow scripts
make -C /OpenROAD-flow-scripts/flow DESIGN_CONFIG=/design/flow/config.mk WORK_HOME=/design/flow/orfs finish
==> flow/config.mk <==
export PLATFORM = sky130hd
export DESIGN_NAME = displaybcd
export DESIGN_NICKNAME = displaybcd
export VERILOG_FILES = /design/flow/design.v
export SDC_FILE = /design/flow/constraint.sdc
export NUM_CORES = 4
export LEC_CHECK = 1
export CORE_AREA = 10 10 70 70
export DIE_AREA = 0 0 80 80
==> flow/constraint.sdc <==
current_design displaybcd

set clk_period 1.6
set clk_io_pct 0.2

create_clock -name clk0 -period $clk_period

set non_clock_inputs [all_inputs -no_clocks]
set_input_delay [expr $clk_period * $clk_io_pct] -clock clk0 $non_clock_inputs
set_output_delay [expr $clk_period * $clk_io_pct] -clock clk0 [all_outputs]
==> flow_metrics.py <==
# Physical implementation metrics
metrics = {
    "yosys": {
        "synthesis.area_sq_um": 104,
        "ys_cells": 17,
        "synth_seq_share_pct": 0,
        "yosysChipArea_sq_um": 104,
        "synth_cell_type_count": 12,
        "yosys_warnings": 0,
        "syn_inst": 17,
        "syn_avg_cell_area_sq_um": 6.11,
    },
    "place": {
        "port_buffers": 11,
        "place.gp.congestion": 0.710,
        "dp_hpwl_microns": 494,
    },
    "cells_and_area": {
        "syn_to_final_growth_pct": 187,
        "numSequentialCells": 0,
        "seq_area_sq_um": 0,
        "layout-drive-gt1-share_pct": 38.7,
        "n_fill_cell": 408,
        "clock_buffers": 0,
    },
    "power": {
        "p_seq_share_pct": 0,
        "swShare_pct": 41.7,
        "power_density_nw_per_um2": 200,
        "irDropWorstVdd_v": 0.0000301,
        "clock_power_share_pct": 0,
        "share_comb_of_total_power_pct": 100.0,
        "p_leak_nw": 0.132,
        "intPower_mw": 0.0347,
        "p_total_mw": 0.0595,
        "p_sw_mw": 0.0248,
    },
    "drt": {
        "drt_pre_antenna_iters": 4,
        "vias": 175,
        "post_drt_wl_per_cell_microns": 7.55,
        "drc": 0,
        "drt-initial-drc-count": 5,
        "viasPerCell": 2.27,
        "detail-route-antenna-nets": 0,
        "routed_wl_microns": 581,
        "antenna-diode-count": 0,
    },
    "grt": {
        "grt_max_degree": 8,
        "grt_use_total_pct": 1.64,
        "grt_pass1_wl_microns": 855,
        "antenna_found_initial": 0,
        "grt_pass1_vias": 151,
        "grt_overflow": 0,
    },
    "sta": {
        "tightest_slew_ns": 0.212,
        "fmax_mhz": 700,
        "whs_ns": 1.07,
        "finalSetupViolCount": 0,
        "fin_crit_sh_pct": 89.3,
        "rsz0062_at_grt": "no",
        "hold_violations": 0,
        "finalCriticalPeriod_ns": 1.43,
        "slew_headroom_pct": 85.7,
        "slew_violations": 0,
    },
    "die": {
        "fp_util_pct": 3.04,
        "die_height_microns": 80,
        "die_w_microns": 80,
        "fp.coreArea_sq_um": 3420,
        "core.rowCount": 21,
        "pin_count": 25,
        "chip_area_sq_um": 6400,
    },
    "critical_path": {
        "crit_arrival_ns": 1.11,
        "endpoint_kind": "output pin",
        "crit_path_start_kind": "input pin",
        "crit_type": "in2out",
        "cp_max_fo": 4,
        "cp.required_ns": 1.28,
    },
    "run": {
        "warning_count": 46,
        "drv_cap": 0,
    },
    "worst_hold_path": {
        "hp-class": "in2out",
    },
    "run_status": {
        "status": "completed",
    },
}
[cell usage after synthesis]
cell type	number	area (sq um)
a211oi_2	1	12.5
nand2_1	1	3.75
xor2_1	1	8.76
nand3_1	1	5.00
o22ai_1	2	12.5
nand2b_1	3	18.8
a21oi_1	3	15.0
nor2b_1	1	6.26
or2_1	1	6.26
inv_1	1	3.75
buf_2	1	5.00
nor4_1	1	6.26
[per-layer routing]
layer / track usage [%] / vias up / wire, microns
li1: - / 91 / -
met1: 2.77 / 77 / 316
met2: 2.25 / 7 / 247
met3: 0.114 / 0 / 17
met4: 0 / 0 / 0
met5: 0 / - / 0
[final cells by class]
class | count | area [sq um] | share of cell area, %
Inverter | 1 | 3.75 | 1.26
Multi-Input combinational cell | 15 | 116 | 39.1
Tap cell | 46 | 57.6 | 19.3
Timing Repair Buffer | 15 | 120 | 40.3
[cell usage in the layout (no fill, tap or decap)]
master,n
nand2_1,1
nor2b_1,1
a211oi_2,1
a21oi_1,3
o22ai_1,2
nand2b_1,1
buf_4,5
xor2_1,1
buf_2,2
clkdlybuf4s15_2,1
dlygate4sd2_1,7
or2_1,1
nand2b_4,2
nand3_1,1
nor4_2,1
inv_1,1
[cells by family (layout without fill, tap and decap cells)]
group,after synthesis,after routing,synth area share [%]
simple gates,8,8,44.6
xor+xnor,1,1,8.44
buf+inv,2,16,8.43
compound gates,6,6,38.5
[what timing repair did]
item	CTS	global route
endpoints found under the setup margin	7	0
gates resized	27	0
buffers inserted	1	0
hold buffers	0	0
[per-stage QoR]
stage / utilization, % / setup slack (ns) / cells / setup TNS [ns] / instance area (sq um)
floorplan: - / 0.526 / 17 / 0 / 104
global placement: 8.46 / -0.515 / 76 / -3.30 / 289
detailed placement: 8.46 / -0.522 / 76 / -3.43 / 289
CTS: 8.72 / 0.172 / 77 / 0 / 298
global route: 8.72 / 0.115 / 77 / 0 / 298
finish: 8.72 / 0.171 / 77 / 0 / 298
[critical path, stage by stage]
cell and delay, ns:
clkdlybuf4s15_2 0.22, buf_4 0.15, a211oi_2 0.18, dlygate4sd2_1 0.25
[worst paths after layout]
check	end	slack, ns	cells past startpoint	startpoint
max	HEX7[0]	0.17	4	SW[17]
min	HEX7[2]	1.07	3	SW[14]
[power by group through the flow]
stage | clock [mW] | sequential (mW) | combinational [mW]
6_report | 0 | 0 | 0.0595
5_1_grt | 0 | 0 | 0.0664
4_1_cts | 0 | 0 | 0.0605
Power figures rest on the tool's default switching activity, not on a simulated workload.
