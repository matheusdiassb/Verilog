$ cat ./design.v
module decod_4bits(S, saida_display_dezena, saida_display_unidade);
input [4:0]S;
output reg [0:6]saida_display_dezena;
output reg [0:6]saida_display_unidade;
always @ (S)
	begin
		case( {S} )    
			5'b00000: begin saida_display_dezena=7'b0000001; saida_display_unidade = 7'b0000001; end
			5'b00001: begin saida_display_dezena=7'b0000001; saida_display_unidade = 7'b1001111; end
			5'b00010: begin saida_display_dezena=7'b0000001; saida_display_unidade = 7'b0010010; end
			5'b00011: begin saida_display_dezena=7'b0000001; saida_display_unidade = 7'b0000110; end
			5'b00100: begin saida_display_dezena=7'b0000001; saida_display_unidade = 7'b1001100; end
			5'b00101: begin saida_display_dezena=7'b0000001; saida_display_unidade = 7'b0100100; end
			5'b00110: begin saida_display_dezena=7'b0000001; saida_display_unidade = 7'b0100000; end
			5'b00111: begin saida_display_dezena=7'b0000001; saida_display_unidade = 7'b0001111; end
			5'b01000: begin saida_display_dezena=7'b0000001; saida_display_unidade = 7'b0000000; end
			5'b01001: begin saida_display_dezena=7'b0000001; saida_display_unidade = 7'b0000100; end
			5'b01010: begin saida_display_dezena=7'b1001111; saida_display_unidade = 7'b0000001; end
			5'b01011: begin saida_display_dezena=7'b1001111; saida_display_unidade = 7'b1001111; end
			5'b01100: begin saida_display_dezena=7'b1001111; saida_display_unidade = 7'b0010010; end
			5'b01101: begin saida_display_dezena=7'b1001111; saida_display_unidade = 7'b0000110; end
			5'b01110: begin saida_display_dezena=7'b1001111; saida_display_unidade = 7'b1001100; end
			5'b01111: begin saida_display_dezena=7'b1001111; saida_display_unidade = 7'b0100100; end
			5'b10000: begin saida_display_dezena=7'b1001111; saida_display_unidade = 7'b0100000; end
			5'b10001: begin saida_display_dezena=7'b1001111; saida_display_unidade = 7'b0001111; end
			5'b10010: begin saida_display_dezena=7'b1001111; saida_display_unidade = 7'b0000000; end
			5'b10011: begin saida_display_dezena=7'b1001111; saida_display_unidade = 7'b0000100; end
			5'b10100: begin saida_display_dezena=7'b0010010; saida_display_unidade = 7'b0000001; end
			5'b10101: begin saida_display_dezena=7'b0010010; saida_display_unidade = 7'b1001111; end
			5'b10110: begin saida_display_dezena=7'b0010010; saida_display_unidade = 7'b0010010; end
			5'b10111: begin saida_display_dezena=7'b0010010; saida_display_unidade = 7'b0000110; end
			5'b11000: begin saida_display_dezena=7'b0010010; saida_display_unidade = 7'b1001100; end
			5'b11001: begin saida_display_dezena=7'b0010010; saida_display_unidade = 7'b0100100; end
			5'b11010: begin saida_display_dezena=7'b0010010; saida_display_unidade = 7'b0100000; end
			5'b11011: begin saida_display_dezena=7'b0010010; saida_display_unidade = 7'b0001111; end
			5'b11100: begin saida_display_dezena=7'b0010010; saida_display_unidade = 7'b0000000; end
			5'b11101: begin saida_display_dezena=7'b0010010; saida_display_unidade = 7'b0000100; end
			5'b11110: begin saida_display_dezena=7'b0000110; saida_display_unidade = 7'b0000001; end
			5'b11111: begin saida_display_dezena=7'b0000110; saida_display_unidade = 7'b1001111; end
		endcase
	end
endmodule
module somador1bit(A, B, Te, Ts, S); 
input A, B, Te;
output Ts, S;
assign S =A ^ B ^ Te;
assign Ts = (A&B) | (A&Te) | (B&Te);
endmodule
module somador4bits(A, B, Te,  HEX1, HEX0);
input [3:0]A;
input [3:0]B;
input Te;
output [0:6] HEX1;
output [0:6] HEX0;
wire[3:0] aux_Ts;
wire[4:0] S;
somador1bit somaBit_0 (A[0], B[0], Te, aux_Ts[0], S[0]);
somador1bit somaBit_1 (A[1], B[1], aux_Ts[0], aux_Ts[1], S[1]);
somador1bit somaBit_2 (A[2], B[2], aux_Ts[1], aux_Ts[2], S[2]);
somador1bit somaBit_3 (A[3], B[3], aux_Ts[2], aux_Ts[3], S[3]);
assign S[4] = aux_Ts[3];
decod_4bits resultado (S, HEX1, HEX0);
endmodule
$ cat ./run.sh
#!/bin/bash
# OpenROAD 26Q1-2900-gdf79404cd8, Yosys 0.63+post, stock flow scripts
make -C /OpenROAD-flow-scripts/flow DESIGN_CONFIG=/design/flow/config.mk WORK_HOME=/design/flow/orfs finish
$ cat ./config.mk
export PLATFORM = sky130hd
export DESIGN_NAME = somador4bits
export DESIGN_NICKNAME = somador4bits
export VERILOG_FILES = /design/flow/design.v
export SDC_FILE = /design/flow/constraint.sdc
export NUM_CORES = 4
export LEC_CHECK = 1
export CORE_AREA = 10 10 70 70
export DIE_AREA = 0 0 80 80
$ cat ./constraint.sdc
current_design somador4bits

set clk_period 5.3
set clk_io_pct 0.2

create_clock -name clk0 -period $clk_period

set non_clock_inputs [all_inputs -no_clocks]
set_input_delay [expr $clk_period * $clk_io_pct] -clock clk0 $non_clock_inputs
set_output_delay [expr $clk_period * $clk_io_pct] -clock clk0 [all_outputs]
==> run notes <==
Notes on the physical implementation.

- Excluding fillers, the count of instances in the completed layout stands at 162.
- STA lists the startpoint of the worst hold path as A[0].
- In the final layout, the clock buffer count is 0.
- The number of flip-flops and latches is 0, for reference.
- The worst hold path stage count is 5, for reference.
- The total number of vias is 720, for reference.
- After routing, the total negative slack on setup checks comes to 0 ps.
- The storage element area is 0 um^2, for reference.
- The global-route wire length before repair is 3060 um, for reference.
- The final timing report counts setup violations totalling 0.
- Per the layout area report, the combinational gate area comes to 537 um^2.
- The die is 80 um wide.
- According to the dpl log, the detail-placed design has an HPWL of 1380 um.
- For this run the aggregate overflow at the end of global routing stands at 0.
- The filler cell count in the final layout is 364, for reference.
- The initial antenna violation count is 0.
- The final timing report lists a hold violation count of 0.
- The part of the cycle the worst path needs is 0.970, for reference.
- In the global route stage, overall resource usage came out at 0.0545.
- The max-cap check violation count is 0, for reference.
- The biggest area contributor in the post-synthesis netlist is fa_1.
- According to the report, the first pass of detailed routing completed in 4 iterations.
- The power density of the placed cells is 224 mW/mm^2, for reference.
- The worst setup path is of the input port to output port kind.
- Counting I/O delays and the setup requirement, the final critical path takes 5140 ps.
- After detailed placement, the design holds a cell count of 160.
- The post-synthesis area per instance is 6.92 um^2, for reference.
- The largest fanout of any net on the critical path is 11, for reference.
- Setup repair after global routing left no endpoint under its margin.
- The final number of max-transition violations is 0, for reference.
- The floorplan step records an initial core utilization of 0.180.
- The via count of the first global-routing pass is 713, for reference.
- The sum of routed wire length over all layers is 1860 um, for reference.
- By area the synthesized netlist is led by fa_1, ha_1, inv_1, o21ai_0, a21oi_1.
- The launching element type of the critical path is an input port, for reference.
- The number of I/O port buffers is 22, for reference.
- In this run the cell area of the synthesized design comes to 616 um^2.
- The pre-CTS setup slack is -270 ps, for reference.
- The detailed router's first-iteration violation count is 83, for reference.
- The total number of placement rows is 21, for reference.
- Of the cells placed in the final design, the portion with a size suffix greater than 1 is 0.259.
- The path category of the worst min-delay check is input port to output port, for reference.
- The yosys stat chip area is 616 um^2, for reference.
- The worst hold margin is 2960 ps, for reference.
- The largest net degree at the start of global routing is 12, for reference.
- The leakage power summed over all cells is 0.517 nW, for reference.
- The final antenna diode tally reported by the flow is 0.
- STA puts the critical path data required time at 4240 ps.
- The synth_stat.txt file lists the number of cells as 89.
- In the layout the commonest cells are inv_1, clkdlybuf4s50_1, o21ai_0, buf_4.
- The flow ran to the end, and the final reports show no timing, DRC or antenna violations.
- Static timing analysis puts the maximum clock frequency at 194 MHz.
- For this run, the register share of the synthesized area comes to 0.
- The number of vias per cell is 4.44, for reference.
- The share of synthesized area in the top cell type comes to 0.130.
- The chip occupies 0.00640 mm^2.
- The distinct cell type count after synthesis is 29, for reference.
- The layout-stage area growth over the synthesis result is 67.7%, for reference.
- The post-route worst setup slack is 158 ps, for reference.
- The total area inside the core boundary comes to 0.00342 mm^2.
- The worst-case vdd ir drop is 0.0759 mV, for reference.
- The cell count after synthesis is 89, for reference.
- The most common logic cell in the final layout is inv_1.
- The synthesis warning total is 1, for reference.
- The mean routed wirelength per cell is 11.5 um, for reference.
- The total DRC errors in the routed layout is 0, for reference.
- The end of the worst hold path is HEX0[4], for reference.
- The routability-driven placement congestion ratio is 0.852, for reference.
- The number of nets with antenna violations after routing is 0, for reference.
- The die is 80 um tall.
- The post-CTS hold buffer count recorded in the log is 0.
- Data arrives at the worst endpoint at 4080 ps.
- Pin placement for this block handled 23 I/O pins.
- The logs give a warning total of 38.
- The kind of end point of the critical path is an output port, for reference.
## cell families after synthesis
group | after synthesis | synth area share
AND-OR/OR-AND | 31 | 0.331
adder cells (fa/ha/maj) | 10 | 0.252
other | 1 | 0.00609
AND/OR/NAND/NOR | 20 | 0.150
XOR/XNOR | 2 | 0.0285
multiplexers | 1 | 0.0244
buffers and inverters | 24 | 0.207
## synthesized netlist by cell type
cell and number:
nand2b_1 2, xnor2_1 1, o211ai_1 3, o32a_1 1
nor2_1 5, mux2_4 1, buf_6 2, fa_1 4
xor2_1 1, o221ai_1 2, buf_4 3, a31oi_1 4
clkbuf_8 1, o311ai_1 1, buf_2 1, conb_1 1
nor3_1 3, nand2_1 7, a21oi_1 6, inv_1 17
o21ai_0 8, a221oi_2 1, nand3_1 1, ha_1 6
nand2b_2 1, o22ai_1 3, and3_1 1, a211o_1 1
a21o_1 1
## per-layer routing
metal / global-route usage / wire, um / vias up
met3: 0.0136 / 192 / 0
met4: 0.00352 / 0 / 0
met5: 0 / 0 / -
met1: 0.0756 / 923 / 331
met2: 0.0867 / 746 / 30
li1: - / - / 359
## area by class of cell
class / count / share of cell area
multi-input cells: 65 / 0.520
repair buffers: 34 / 0.360
inverters: 17 / 0.0642
well taps: 46 / 0.0558
## critical path: stages
cell,delay (ps)
clkdlybuf4s50_1,450
inv_1,50
fa_2,360
fa_2,350
fa_2,350
fa_2,600
buf_6,130
buf_16,120
a21oi_2,40
nor2_2,140
inv_1,50
clkdlybuf4s50_1,400
## stage by stage
step | instance area (um^2) | total power [mW] | utilization
after floorplan | 616 | 0.116 | -
after global placement | 917 | 0.204 | 0.268
after detailed placement | 917 | 0.206 | 0.268
after CTS | 992 | 0.225 | 0.290
after global routing | 1030 | 0.259 | 0.302
final | 1030 | 0.231 | 0.302
## worst max path at each step
stage     from      end  slack [ps]  cells after the start
4_1_cts     Te  HEX1[0]        -140                     11
5_1_grt   B[0]  HEX0[3]          40                     12
6_report  B[0]  HEX1[5]         160                     12
## repair_timing
action / CTS / global route
resized: 17 / 16
endpoints found under the setup margin: 13 / 12
cloned: 2 / 0
buffers inserted: 0 / 1
endpoints found under the hold margin: 0 / 0
pin swaps: 7 / 9
## report_power, final
part	leakage, nW	internal [mW]	total (mW)	switching (mW)
Clock	0	0	0	0
Sequential	0	0	0	0
Combinational	0.517	0.128	0.231	0.103
Total	0.517	0.128	0.231	0.103
Power figures rest on the tool's default switching activity, not on a simulated workload.
