==> flow/design.v <==
module mem2 (writeback, data_in, index, tag, read, write, clk, hit, miss, state, valido_exit, dirty_exit, lru_exit, tag_exit, dado_exit, dado_retornadocpu);
	input [1:0]index;
	input clk, read, write;
	input [2:0] tag;
	input [2:0] data_in;
	reg lru_mem [3:0][1:0];
	reg dirty_mem [3:0][1:0];
	reg valid_mem [3:0][1:0];
	reg [2:0] tag_mem [3:0][1:0];
	reg [2:0] data_mem [3:0][1:0];
	output reg valido_exit;
	output reg lru_exit;
	output reg dirty_exit;
	output reg [2:0]tag_exit;
	output reg [2:0]dado_exit;
	output reg [2:0]dado_retornadocpu;
	output reg writeback;
	reg [2:0]cont;
	output reg miss;
	output reg hit;
	output reg [1:0]state;
initial begin  
			state = 2'b00;
			miss = 0;
			hit = 0;
			cont = 3'b000;
			writeback = 0;
			valid_mem [0][0] = 0; dirty_mem [0][0] = 0; lru_mem[0][0] = 0; tag_mem[0][0] = 3'b100; data_mem [0][0] = 3'b001;  
			valid_mem [1][0] = 1; dirty_mem [1][0] = 0; lru_mem[1][0] = 1; tag_mem[1][0] = 3'b000; data_mem [1][0] = 3'b011;  
			valid_mem [2][0] = 1; dirty_mem [2][0] = 1; lru_mem[2][0] = 0; tag_mem[2][0] = 3'b101; data_mem [2][0] = 3'b101;  
			valid_mem [3][0] = 0; dirty_mem [3][0] = 0; lru_mem[3][0] = 0; tag_mem[3][0] = 3'b000; data_mem [3][0] = 3'b000;  
			valid_mem [0][1] = 0; dirty_mem [0][1] = 0; lru_mem[0][1] = 0; tag_mem[0][1] = 3'b000; data_mem [0][1] = 3'b010;  
			valid_mem [1][1] = 0; dirty_mem [1][1] = 0; lru_mem[1][1] = 0; tag_mem[1][1] = 3'b000; data_mem [1][1] = 3'b100;  
			valid_mem [2][1] = 1; dirty_mem [2][1] = 0; lru_mem[2][1] = 1; tag_mem[2][1] = 3'b111; data_mem [2][1] = 3'b110;  
			valid_mem [3][1] = 0; dirty_mem [3][1] = 0; lru_mem[3][1] = 0; tag_mem[3][1] = 3'b000; data_mem [3][1] = 3'b000;  
end
always @ (posedge clk) begin
		case(state)
		2'b00:	begin  
			if((valid_mem [index][0] == 1 && tag_mem[index][0] == tag) || (valid_mem [index][1] == 1 && tag_mem[index][1] == tag)) begin
					hit = 1; miss = 0;  
					if(read) begin
						state = 2'b10;
						writeback = 0;
					end
					else if(write) begin
									state = 2'b01;
									writeback = 0;
						  end
			end
			else begin
				state = 2'b11;
				writeback = 0;
			end
		end
		2'b01:	begin	 
				if(hit && write) begin
					if(tag == tag_mem[index][0]) begin
								lru_mem [index][0] = 1; 
						end
					else begin
								lru_mem [index][0] = 0; 
					end
				end
				if(lru_mem [index][0] == 1)begin
					data_mem[index][0] = data_in;
					dirty_mem [index][0] = 1;
					valido_exit = valid_mem[index][0];
					lru_exit = lru_mem[index][0];
					dirty_exit = dirty_mem [index][0];
					tag_exit = tag_mem[index][0];
					dado_retornadocpu = data_mem[index][0];
					dado_exit = data_mem[index][0];
				end 
				else begin
					data_mem[index][1] = data_in;
					dirty_mem [index][1] = 1;
					valido_exit = valid_mem[index][1];
					lru_exit = lru_mem[index][1];
					dirty_exit = dirty_mem [index][1];
					tag_exit = tag_mem[index][1];
					dado_retornadocpu = data_mem[index][1];
					dado_exit = data_mem[index][1];
				end
				state = 2'b00;
		end
		2'b10:	begin  
				if(hit && read)begin
					if(tag == tag_mem[index][0]) begin
							lru_mem [index][0] = 1;
					end
					else begin
							lru_mem [index][0] = 0;
					end
				end
				if(lru_mem [index][0] == 1)begin
					valido_exit = valid_mem[index][0];
					lru_exit = lru_mem[index][0];
					dirty_exit = dirty_mem [index][0];
					tag_exit = tag_mem[index][0];
					dado_retornadocpu = data_mem[index][0];
					dado_exit = data_mem[index][0];
				end
				else begin
					valido_exit = valid_mem[index][1];
					lru_exit = lru_mem[index][1];
					dirty_exit = dirty_mem [index][1];
					tag_exit = tag_mem[index][1];
					dado_retornadocpu = data_mem[index][1];
					dado_exit = data_mem[index][1];
				end
					state = 2'b00;
		end
		2'b11:	begin  
			miss = 1; hit = 0;
			cont = cont + 1'b1;
			if (read) begin
					if (lru_mem [index][0] == 0)begin
								if(dirty_mem [index][0] == 1)begin
									writeback = 1;
								end
								valid_mem[index][0] = 1; dirty_mem [index][0] = 0; lru_mem[index][0] = 1; tag_mem[index][0] = tag; data_mem[index][0] = cont;
								lru_mem[index][1] = 0;
					end
					else begin
								if(dirty_mem [index][1] == 1)begin
									writeback = 1;
								end
								valid_mem[index][1] = 1; dirty_mem [index][1] = 0; lru_mem[index][1] = 1; tag_mem[index][1] = tag; data_mem[index][1] = cont;
								lru_mem[index][0] = 0;
								dado_exit = data_mem[index][1];  
					end
					state = 2'b10;
			end
			else begin
					if (lru_mem [index][0] == 0)begin
								if(dirty_mem [index][0] == 1)begin
									writeback = 1;
								end
								tag_mem[index][0] = tag; 
								lru_mem[index][0] = 1; 
								lru_mem[index][1] = 0;
					end
					else begin
								if(dirty_mem [index][1] == 1)begin
									writeback = 1;
								end
								tag_mem[index][1] = tag; 
								lru_mem[index][1] = 1; 
								lru_mem[index][0] = 0;
					end
					state = 2'b01;
			end
		end
	endcase
end
endmodule
module BCDpara7Seg(IN, S);
	input [3:0] IN;
	output [6:0] S;
	wire A, B, C, D;
	assign A = IN[3];
	assign B = IN[2];
	assign C = IN[1];
	assign D = IN[0];
	assign S[0] = B&(~C)&(~D) | (~A)&(~B)&(~C)&D;
	assign S[1] = B&(C&(~D) | (~C)&D);
	assign S[2] = (~B)&C&(~D);
	assign S[3] = B&C&D | B&(~C)&(~D) | (~A)&(~B)&(~C)&D;
	assign S[4] = B&(~C) | D;
	assign S[5] = (~A)&(~B)&D | C&D | (~B)&C;
	assign S[6] = B&C&D | (~A)&(~B)&(~C);
endmodule
module teste_mem2();
	reg [1:0]index;
	reg clk, read, write;
	reg [2:0] tag;
	reg [2:0] data_in;
	wire miss;
	wire hit;
	wire writeback;
	wire [1:0]state;
	wire valido_exit;
	wire lru_exit;
	wire dirty_exit;
	wire [2:0]tag_exit;
	wire [2:0]dado_exit;
	wire [2:0]dado_retornadocpu;
	mem2 dut (writeback, data_in, index, tag, read, write, clk, hit, miss, state, valido_exit, dirty_exit, lru_exit, tag_exit, dado_exit, dado_retornadocpu);
	initial begin
		index = 2'b00; tag = 3'b100; read = 1; write = 0; clk = 0; #1;
		index = 2'b00; tag = 3'b100; read = 1; write = 0; clk = 1; #1;
		index = 2'b00; tag = 3'b100; read = 1; write = 0; clk = 0; #1;
		index = 2'b00; tag = 3'b100; read = 1; write = 0; clk = 1; #1;
		index = 2'b00; tag = 3'b100; read = 1; write = 0; clk = 0; #1;
		index = 2'b00; tag = 3'b100; read = 1; write = 0; clk = 1; #1;
		index = 2'b00; tag = 3'b101; read = 1; write = 0; clk = 0; #1;
		index = 2'b00; tag = 3'b101; read = 1; write = 0; clk = 1; #1;
		index = 2'b00; tag = 3'b101; read = 1; write = 0; clk = 0; #1;
		index = 2'b00; tag = 3'b101; read = 1; write = 0; clk = 1; #1;
		index = 2'b00; tag = 3'b101; read = 1; write = 0; clk = 0; #1;
		index = 2'b00; tag = 3'b101; read = 1; write = 0; clk = 1; #1;
		index = 2'b00; tag = 3'b100; read = 1; write = 0; clk = 0; #1;
		index = 2'b00; tag = 3'b100; read = 1; write = 0; clk = 1; #1;
		index = 2'b00; tag = 3'b100; read = 1; write = 0; clk = 0; #1;
		index = 2'b00; tag = 3'b100; read = 1; write = 0; clk = 1; #1;
		index = 2'b00; tag = 3'b100; read = 1; write = 0; clk = 0; #1;
		index = 2'b00; tag = 3'b100; read = 1; write = 0; clk = 1; #1;
		data_in = 3'b111; index = 2'b01; tag = 3'b000; read = 0; write = 1; clk = 0; #1;
		data_in = 3'b111; index = 2'b01; tag = 3'b000; read = 0; write = 1; clk = 1; #1;
		data_in = 3'b111; index = 2'b01; tag = 3'b000; read = 0; write = 1; clk = 0; #1;
		data_in = 3'b111; index = 2'b01; tag = 3'b000; read = 0; write = 1; clk = 1; #1;
		data_in = 3'b111; index = 2'b01; tag = 3'b000; read = 0; write = 1; clk = 0; #1;
		data_in = 3'b111; index = 2'b01; tag = 3'b000; read = 0; write = 1; clk = 1; #1;
		data_in = 3'b010; index = 2'b10; tag = 3'b111; read = 0; write = 1; clk = 0; #1;
		data_in = 3'b010; index = 2'b10; tag = 3'b111; read = 0; write = 1; clk = 1; #1;
		data_in = 3'b010; index = 2'b10; tag = 3'b111; read = 0; write = 1; clk = 0; #1;
		data_in = 3'b010; index = 2'b10; tag = 3'b111; read = 0; write = 1; clk = 1; #1;
		data_in = 3'b010; index = 2'b10; tag = 3'b111; read = 0; write = 1; clk = 0; #1;
		data_in = 3'b010; index = 2'b10; tag = 3'b111; read = 0; write = 1; clk = 1; #1;
		data_in = 3'b011; index = 2'b10; tag = 3'b110; read = 0; write = 1; clk = 0; #1;
		data_in = 3'b011; index = 2'b10; tag = 3'b110; read = 0; write = 1; clk = 1; #1;
		data_in = 3'b011; index = 2'b10; tag = 3'b110; read = 0; write = 1; clk = 0; #1;
		data_in = 3'b011; index = 2'b10; tag = 3'b110; read = 0; write = 1; clk = 1; #1;
		data_in = 3'b011; index = 2'b10; tag = 3'b110; read = 0; write = 1; clk = 0; #1;
		data_in = 3'b011; index = 2'b10; tag = 3'b110; read = 0; write = 1; clk = 1; #1;
		data_in = 3'b011; index = 2'b10; tag = 3'b110; read = 0; write = 1; clk = 0; #1;
		data_in = 3'b011; index = 2'b10; tag = 3'b110; read = 0; write = 1; clk = 1; #1;
		index = 2'b10; tag = 3'b001; read = 1; write = 0; clk = 0; #1;
		index = 2'b10; tag = 3'b001; read = 1; write = 0; clk = 1; #1;
		index = 2'b10; tag = 3'b001; read = 1; write = 0; clk = 0; #1;
		index = 2'b10; tag = 3'b001; read = 1; write = 0; clk = 1; #1;
		index = 2'b10; tag = 3'b001; read = 1; write = 0; clk = 0; #1;
		index = 2'b10; tag = 3'b001; read = 1; write = 0; clk = 1; #1;
	end
	initial begin
		$monitor("Tempo : %0d, Writeback: %b Miss: %b, Hit: %b, State: %b, valido_exit: %b, dirty_exit: %b, lru_exit: %b, tag_exit: %b, dado_exit: %b, dado_retornadocpu: %b", 
		$time, writeback, miss, hit, state, valido_exit, dirty_exit, lru_exit, tag_exit, dado_exit, dado_retornadocpu);  
	end
endmodule
==> flow/run.sh <==
#!/bin/bash
# OpenROAD 26Q1-2900-gdf79404cd8, Yosys 0.63+post, stock flow scripts
make -C /OpenROAD-flow-scripts/flow DESIGN_CONFIG=/design/flow/config.mk WORK_HOME=/design/flow/orfs finish
==> flow/config.mk <==
export PLATFORM = sky130hd
export DESIGN_NAME = mem2
export DESIGN_NICKNAME = mem2
export VERILOG_FILES = /design/flow/design.v
export SDC_FILE = /design/flow/constraint.sdc
export NUM_CORES = 4
export LEC_CHECK = 1
export CORE_UTILIZATION = 40
==> flow/constraint.sdc <==
current_design mem2

set clk_period 4.4
set clk_io_pct 0.2

create_clock -name clk0 -period $clk_period [get_ports {clk}]

set non_clock_inputs [all_inputs -no_clocks]
set_input_delay [expr $clk_period * $clk_io_pct] -clock clk0 $non_clock_inputs
set_output_delay [expr $clk_period * $clk_io_pct] -clock clk0 [all_outputs]
==> run_results.csv <==
group,metric,value,unit
worst_setup_path,end_kind,"register",
cts,clk_latency,340,ps
cells_and_area,nFillCells,1048,
cts,cts_buffers,9,
cells_and_area,area_growth,15.2,%
die,die_h,114,um
synthesis,yosysWarnings,4,
cts,cts_setup_buffers,0,
run_status,outcome,"complete, no violations",
die,fp-row-count,40,
pwr,seq_power_share,39.5,%
hold_path,worstHoldPathType,"reg -> reg",
pwr,p_switching,1400,uW
worst_setup_path,timing.critical_path.required,4410,ps
timing,tightest_slew,982,ps
timing,relSlewSlack,34.0,%
synthesis,async_flop_share,0,%
die,core,12100,um2
synthesis,yosys-top-cells-area,"edfxtp_1 (51%), mux4_2 (6.8%), o21ai_0 (3.4%), dfxtp_1 (3.2%), nand2_1 (3.2%)",
worst_setup_path,crit_chain,"clkdlybuf4s50_1 > buf_4 > mux4_2 > and2_1 > o21ai_2 > and2_1",
cts,cts_buffer_depth,2,
cells_and_area,final_cells,611,
synthesis,syn_avg_cell_area,11.8,um2
job,tool_warnings,28,
cts,tritoncts,"built",
timing,max_clock_freq,268,MHz
drt,antenna_left,0,
timing,drv_slew,0,
place,place_congestion,0.918,
drt,vias,3638,
cells_and_area,drive_above_1_share,12.4,%
place,io_buffers,27,
synthesis,synth_cell_type_count,48,
die,die_area,12900,um2
pwr,p_clk_share,21.6,%
timing,fin_hold_ws,427,ps
timing,hold_viol_final,0,
worst_setup_path,worst_setup_path_start_kind,"primary input",
cts,cts-root-buf,"clkbuf_16",
grt,grt_max_degree,54,
pwr,switching_share,34.4,%
worst_setup_path,slowest_delay,760,ps
grt,grt_use_total,21.4,%
drt,wire_per_inst,19.9,um
cts,cts_resized,0,
worst_setup_path,cp_slowest_cell,"mux4_2",
pwr,p_per_area,711,nW/um2
place,place_area,5400,um2
cts,cts_max_level,3,
synthesis,ys_area,4980,um2
cts,postCtsHoldBufs,0,
place,dp_hpwl,8.58,mm
die,ios,28,
cts,cts.clk_slew.worst_paths,60,ps
pwr,irDropWorstVdd,0.215,mV
cells_and_area,fin_util,47.6,%
synthesis,synth_area,4980,um2
cts,clock-sinks,92,
place,placedCellCount,595,
drt,drt_first_pass_iters,5,
synthesis,largest_area_cell,"edfxtp_1",
pwr,power.internal,2680,uW
drt,dr.first_iter.drc_count,321,
timing,fin_crit,3730,ps
drt,drcViolationCount,0,
pwr,p_leak,0.00203,uW
worst_setup_path,worst-setup-path-type,"in -> reg",
timing,rsz0062_at_grt,"false",
cells_and_area,final_area,5740,um2
die,core_util_floorplan,41.3,%
worst_setup_path,cp_max_fo,25,
synthesis,synth-edff-count,84,
synthesis,netlist.area_leader.share,50.6,%
synthesis,ys_seq_share,53.9,%
die,die_x,114,um
grt,grt_pass1_vias,3540,
grt,grt_overflow,0,
drt,antennaDiodeCount,0,
pwr,combinationalPowerShare,38.8,%
timing,finalCritPeriodShare,84.8,%
grt,grt_pass1_wl,19.7,mm
timing,setup_viol,0,
synthesis,yosys-top-cells-count,"edfxtp_1 (84), nand2_1 (42), o21ai_0 (34)",
grt,antenna_found_initial,0,
timing,setup_tns,0,ps
drt,drt-vias-per-instance,5.95,
worst_setup_path,cpMostUsedCell,"and2_1",
timing,finClkSkew,7.75,ps
job,maxCapViolCount,0,
drt,drt-total-wl,12.2,mm
synthesis,most_common_cell,"edfxtp_1",
synthesis,synthFlopType,"edfxtp_1",
synthesis,ys.flops,92,
synthesis,postSynthCellCount,422,
worst_setup_path,cp.arrival,3740,ps
synthesis,ys_cells,422,
-- final timing paths --
kind,slack (ps),cells past startpoint,end,startpoint
setup reg to reg,1750,6,data_mem[2][2],tag_mem[1][1]
hold / removal,430,1,valid_mem[3],valid_mem[3]
hold reg to reg,430,1,valid_mem[3],valid_mem[3]
setup / recovery,670,6,data_mem[2][2],index[0]
-- area by class of cell --
| type | instances | area [um2] | share of cell area [%] |
|---|---|---|---|
| tap | 168 | 210 | 3.66 |
| clock inverter | 6 | 111 | 1.94 |
| timing repair buffer | 37 | 345 | 6.02 |
| sequential | 92 | 2680 | 46.8 |
| multi-input combinational | 283 | 2100 | 36.7 |
| inverter | 15 | 56.3 | 0.981 |
| clock buffer | 10 | 229 | 3.99 |
-- critical path, delay by kind of cell --
family,cells,cell delay (ps)
buffers and inverters,2,1030
muxes,1,760
and+or+nand+nor,2,700
AOI/OAI and AO/OA,1,350
-- kinds of logic (layout without fill, tap and decap cells) --
kind of cell / after synthesis / count (layout) / share of synthesized area, %
DFF: 92 / 92 / 53.9
adders and majority gates: 5 / 5 / 1.26
AOI/OAI and AO/OA: 121 / 121 / 15.8
and+or+nand+nor: 117 / 117 / 11.7
muxes: 30 / 30 / 11.3
buffers and inverters: 47 / 68 / 3.92
xor gates and xnor gates: 10 / 10 / 2.21
-- layout by cell type (no fill, tap or decap), drive strengths merged, types with 14 or more instances in the layout --
| cell type | netlist | routed |
|---|---|---|
| nor2 | 26 | 26 |
| a21oi | 14 | 14 |
| inv | 15 | 16 |
| clkdlybuf4s50 | 0 | 27 |
| o21ai | 35 | 35 |
| a31oi | 20 | 20 |
| nand3 | 18 | 18 |
| edfxtp | 84 | 84 |
| nand2 | 42 | 42 |
| mux4 | 18 | 18 |
-- per-layer routing --
metal / vias up / GRT usage [%] / part of all wire [%]
met1: 1785 / 32.4 / 42
li1: 1669 / - / -
met2: 168 / 31.7 / 46
met3: 16 / 8.01 / 10
met4: 0 / 3.77 / 1.8
met5: - / 0 / 0
-- through the flow --
stage,power [uW],setup WS [ps]
after floorplan,2660,1390
after global placement,3180,425
after detailed placement,3200,341
after CTS,4080,690
after global routing,4350,493
final,4080,668
-- power groups by stage --
| stage | registers, uW | clock network [uW] | logic, uW |
|---|---|---|---|
| 4_1_cts | 1610 | 895 | 1570 |
| 5_1_grt | 1660 | 931 | 1760 |
| 6_report | 1610 | 882 | 1580 |
Power figures rest on the tool's default switching activity, not on a simulated workload.
